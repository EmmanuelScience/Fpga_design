==> flow/design.v <==
module accelerator_mod #(
   parameter DATA_W = 32,
   parameter ADDR_W = 4
)(
   input  wire            pcie_clk,           
   input  wire            pcie_rstn,
   input  wire [31:0]     pcie_axi_awaddr,
   input  wire            pcie_axi_awvalid,
   output wire            pcie_axi_awready,
   input  wire [31:0]     pcie_axi_wdata,
   input  wire [3:0]      pcie_axi_wstrb,
   input  wire            pcie_axi_wvalid,
   output wire            pcie_axi_wready,
   output wire [1:0]      pcie_axi_bresp,
   output wire            pcie_axi_bvalid,
   input  wire            pcie_axi_bready,
   input  wire [31:0]     pcie_axi_araddr,
   input  wire            pcie_axi_arvalid,
   output wire            pcie_axi_arready,
   output wire [31:0]     pcie_axi_rdata,
   output wire [1:0]      pcie_axi_rresp,
   output wire            pcie_axi_rvalid,
   input  wire            pcie_axi_rready
);
   axi_pcie_fifo_accel #(
      .DATA_WIDTH (DATA_W),
      .ADDR_WIDTH (ADDR_W)
   ) u_fifo_accel (
      .s_axi_aclk   (pcie_clk),
      .s_axi_aresetn(pcie_rstn),
      .s_axi_awaddr (pcie_axi_awaddr),
      .s_axi_awvalid(pcie_axi_awvalid),
      .s_axi_awready(pcie_axi_awready),
      .s_axi_wdata  (pcie_axi_wdata),
      .s_axi_wstrb  (pcie_axi_wstrb),
      .s_axi_wvalid (pcie_axi_wvalid),
      .s_axi_wready (pcie_axi_wready),
      .s_axi_bresp  (pcie_axi_bresp),
      .s_axi_bvalid (pcie_axi_bvalid),
      .s_axi_bready (pcie_axi_bready),
      .s_axi_araddr (pcie_axi_araddr),
      .s_axi_arvalid(pcie_axi_arvalid),
      .s_axi_arready(pcie_axi_arready),
      .s_axi_rdata  (pcie_axi_rdata),
      .s_axi_rresp  (pcie_axi_rresp),
      .s_axi_rvalid (pcie_axi_rvalid),
      .s_axi_rready (pcie_axi_rready)
   );
endmodule
module axi_pcie_fifo_accel #(
    parameter DATA_WIDTH  = 32,
    parameter ADDR_WIDTH  = 4,
    parameter ADDR_LSB    = 2       
)(
    input  wire         s_axi_aclk,      
    input  wire         s_axi_aresetn,   
    input  wire [31:0]  s_axi_awaddr,
    input  wire         s_axi_awvalid,
    output reg          s_axi_awready,
    input  wire [31:0]  s_axi_wdata,
    input  wire [3:0]   s_axi_wstrb,
    input  wire         s_axi_wvalid,
    output reg          s_axi_wready,
    output reg [1:0]    s_axi_bresp,
    output reg          s_axi_bvalid,
    input  wire         s_axi_bready,
    input  wire [31:0]  s_axi_araddr,
    input  wire         s_axi_arvalid,
    output reg          s_axi_arready,
    output reg [31:0]   s_axi_rdata,
    output reg [1:0]    s_axi_rresp,
    output reg          s_axi_rvalid,
    input  wire         s_axi_rready
);
  wire fifo_full;
  wire fifo_empty;
  wire [DATA_WIDTH-1:0] fifo_dout;
  reg  [DATA_WIDTH-1:0] fifo_din;
  reg fifo_wr_en, fifo_rd_en;
  fifo_axi #(
      .DATA_WIDTH(DATA_WIDTH),
      .ADDR_WIDTH(ADDR_WIDTH)
  ) fifo_inst (
      .clk(s_axi_aclk),
      .rst_n(s_axi_aresetn),
      .din(fifo_din),
      .wr_en(fifo_wr_en),
      .full(fifo_full),
      .dout(fifo_dout),
      .rd_en(fifo_rd_en),
      .empty(fifo_empty)
  );
  reg [31:0] axi_awaddr_reg;
  reg        write_active;
  always @(posedge s_axi_aclk) begin
    if (!s_axi_aresetn) begin
      s_axi_awready   <= 0;
      s_axi_wready    <= 0;
      write_active    <= 0;
      axi_awaddr_reg  <= 32'd0;
    end else begin
      if (!write_active && s_axi_awvalid && s_axi_wvalid) begin
        axi_awaddr_reg <= s_axi_awaddr;
        s_axi_awready  <= 1;
        s_axi_wready   <= 1;
        write_active   <= 1;
      end else begin
        s_axi_awready  <= 0;
        s_axi_wready   <= 0;
      end
      if (write_active) begin
        case (axi_awaddr_reg[ADDR_LSB+1:ADDR_LSB])
          2'b00: begin
            if (!fifo_full) begin
              fifo_din  <= s_axi_wdata;
              fifo_wr_en <= 1;
            end else begin
              fifo_wr_en <= 0;
            end
          end
          default: begin
            fifo_wr_en <= 0;
          end
        endcase
      end else begin
        fifo_wr_en <= 0;
      end
      if (write_active) begin
        s_axi_bresp  <= 2'b00;
        s_axi_bvalid <= 1;
        write_active <= 0;   
      end else if (s_axi_bvalid && s_axi_bready) begin
        s_axi_bvalid <= 0;
      end
    end
  end
  always @(posedge s_axi_aclk) begin
    if (!s_axi_aresetn) begin
      s_axi_arready <= 0;
      s_axi_rvalid  <= 0;
      s_axi_rresp   <= 2'b00;
      fifo_rd_en    <= 0;
      s_axi_rdata   <= 32'd0;
    end else begin
      if (s_axi_arvalid && !s_axi_arready) begin
        s_axi_arready <= 1;
      end else begin
        s_axi_arready <= 0;
      end
      if (s_axi_arready && s_axi_arvalid) begin
        case (s_axi_araddr[ADDR_LSB+1:ADDR_LSB])
          2'b01: begin
            if (!fifo_empty) begin
              fifo_rd_en  <= 1;
              s_axi_rdata <= fifo_dout;
            end else begin
              fifo_rd_en  <= 0;
              s_axi_rdata <= 32'hDEAD_DEAD;  
            end
          end
          2'b10: begin
            s_axi_rdata <= {30'd0, fifo_full, fifo_empty};
          end
          default: begin
            s_axi_rdata <= 32'd0;
          end
        endcase
        s_axi_rresp  <= 2'b00;   
        s_axi_rvalid <= 1;
      end else if (s_axi_rvalid && s_axi_rready) begin
        s_axi_rvalid <= 0;
        fifo_rd_en   <= 0;
      end
    end
  end
endmodule
module fifo_axi #(
    parameter DATA_WIDTH = 32,   
    parameter ADDR_WIDTH = 4     
)(
    input  wire                  clk,     
    input  wire                  rst_n,   
    input  wire [DATA_WIDTH-1:0] din,     
    input  wire                  wr_en,   
    output wire                  full,    
    output wire [DATA_WIDTH-1:0] dout,    
    input  wire                  rd_en,   
    output wire                  empty    
);
  localparam DEPTH = (1 << ADDR_WIDTH);
  reg [DATA_WIDTH-1:0] fifo_mem [0:DEPTH-1];
  reg [ADDR_WIDTH:0] wr_ptr; 
  reg [ADDR_WIDTH:0] rd_ptr;
  wire [ADDR_WIDTH-1:0] wr_addr = wr_ptr[ADDR_WIDTH-1:0];
  wire [ADDR_WIDTH-1:0] rd_addr = rd_ptr[ADDR_WIDTH-1:0];
  assign empty = (wr_ptr == rd_ptr);
  assign full  = ((wr_ptr[ADDR_WIDTH] != rd_ptr[ADDR_WIDTH]) &&
                  (wr_ptr[ADDR_WIDTH-1:0] == rd_ptr[ADDR_WIDTH-1:0]));
  assign dout = fifo_mem[rd_addr];
  always @(posedge clk or negedge rst_n) begin
    if (!rst_n) begin
      wr_ptr <= 0;
      rd_ptr <= 0;
    end else begin
      if (wr_en && !full) begin
        fifo_mem[wr_addr] <= din;
        wr_ptr <= wr_ptr + 1;
      end
      if (rd_en && !empty) begin
        rd_ptr <= rd_ptr + 1;
      end
    end
  end
endmodule
==> flow/run.sh <==
#!/bin/bash
# OpenROAD 26Q1-2900-gdf79404cd8, Yosys 0.63+post, stock flow scripts
make -C /OpenROAD-flow-scripts/flow DESIGN_CONFIG=/design/flow/config.mk WORK_HOME=/design/flow/orfs finish
==> flow/config.mk <==
export PLATFORM = sky130hd
export DESIGN_NAME = accelerator_mod
export DESIGN_NICKNAME = accelerator_mod
export VERILOG_FILES = /design/flow/design.v
export SDC_FILE = /design/flow/constraint.sdc
export NUM_CORES = 4
export LEC_CHECK = 1
export CORE_UTILIZATION = 40
==> flow/constraint.sdc <==
current_design accelerator_mod

set clk_period 6.4
set clk_io_pct 0.2

create_clock -name clk0 -period $clk_period [get_ports {pcie_clk}]

set non_clock_inputs [all_inputs -no_clocks]
set_input_delay [expr $clk_period * $clk_io_pct] -clock clk0 $non_clock_inputs
set_output_delay [expr $clk_period * $clk_io_pct] -clock clk0 [all_outputs]
==> CHANGELOG.md <==
### Physical design

* Status: complete, no violations
* Synth top area cells: edfxtp_1 73%, dfxtp_1 3.5%, a22oi_1 2.7%, a221oi_1 1.5%, a21oi_1 1.4%
* Worst IR drop on VDD at approximately 0.22 mV
* CP Cell Sequence: buf_4 -> buf_4 -> or2_1 -> nor4_4 -> buf_4 -> a211o_1 -> or4_1 -> a22o_1
* Hold Fails Final Rpt at 0
* # DRC at 0
* CP Data Arrival Time at about 4.4 ns
* Crit path capture type: flop
* Sequential share of the synthesized area at a little under 80%
* Sw Pwr at 0.00279 W
* Log Warnings at ~96
* Layout cell share with drive strength beyond 1 at a little under an eighth
* Top-count cell post-synth: edfxtp_1
* Crit-path slowest cell: dfrtp_4
* Post-layout util at 47.0%
* CP Buf/Inv Count at 3
* Max FFs per register at 512
* Area Growth Syn to Fin at 15.5%
* Post-synth top cells: 546 x edfxtp_1, 80 x a22oi_1, 71 x nand2_1
* First-pass GRT wire length at 90000 um
* Largest Register: u_fifo_accel.fifo_inst.fifo_mem
* Global Route Usage Sum at about a quarter
* Max_cap viols at 0
* Htree depth at 2
* Worst endpoint required time at approximately 7 ns
* WL/cell at 27.3 um
* Initial antenna violation count at 0
* Total die size at between 50000 and 60000 sq um
* Via density at a little under 6
* Cells after Synth at roughly 1400
* Critical path class: flop to flop
* Post-synth ARST share at 1.68%
* CTS tree: done
* I/O pin total at around 150
* Placed wire-length estimate at approximately 32000 um
* Crit share post-route at 60.5%
* Area share, top type at approximately 73%
* Number of enable flip-flop cells at 546
* Largest regs: u_fifo_accel.fifo_inst.fifo_mem x512, u_fifo_accel.fifo_din x32, u_fifo_accel.s_axi_rdata x32
* Worst Setup Start Kind: flop
* Worst-Skew Late Latency at ~0.63 ns
* Largest net degree at the start of global routing at 59
* Grt ovf at 0
* Diode count at 0
* Yosys stat chip area at approximately 23000 sq um
* Count of cell types in the netlist at ~71
* Post-CTS Setup Inserts at 0
* Final tally of max-slew violations at 0
* Worst Hold Class: flop to flop
* P_leak at around 8 nW
* Most Frequent Cell on Critical Path: buf_4
* Fp_density at between 40% and 50%
* Vias in the first global route at around 14000
* Int Pwr at slightly below 0.007 W
* Core Box Area at between 50000 and 60000 sq um
* ANT nets after route at 0
* Clock sink count at between 500 and 600
* Dominant Register Cell: edfxtp_1
* Slew HR at a little over two fifths
* Yosys warnings at 3
* Area leader, netlist: edfxtp_1
* Port Buffers at around 79
* TritonCTS Buffers at roughly 59
* Worst-path clk slew at roughly 0.060 ns
* Maximum clock frequency at 258 MHz
* Clk pwr share at roughly a third
* Resize count post-CTS at 0
* Routed Wire Length at between 60000 and 70000 um
* Max stage delay on crit path at about 0.8 ns
* Die y size at roughly 240 um
* Total power at roughly 0.0096 W
* Initial DRC Count at between 800 and 900
* Unrepaired setup endpoints after global routing: false
* Netlist Area Pre-Place at ~23000 sq um
* Worst-margin pin slew at between 0.8 and 0.9 ns
* Clk buf depth at 3
* Rows at 86
* Mean Syn Cell Area at roughly 17 sq um
* Period minus WS final at between 3 and 4 ns
* Yosys cell count at 1367
* Delay-heaviest family, CP: buffers and inverters
* Final setup vio count at 0
* Flops after synth at 595
* Switching share of power at between 20 and 30%
* Logic gate share of total power at 19.7%
* Final estimated routing congestion in global placement at around 0.82
* Via Count at roughly 13000
* Pwr Density at roughly 370 nW/um^2
* Final Skew at 0.0203 ns
* Setup TNS Final at 0 ns
* Router iterations before antenna repair at 5
* Crit Path Max Fanout at 49
* Root Driver: clkbuf_16
* Chip width at 240 um
* Sequential Power Share at 46.5%
* Number of hold-repair buffers added at the cts stage at 0
==> layer usage <==
layer	GRT usage, %	share of wire, %
met1	29.6	34
met2	34.2	46
met3	17.2	16
met4	6.57	3.4
met5	0	0
==> cell type report <==
class / instances / area (sq um)
inverters: 8 / 30.0
clock buffers: 78 / 1590
flip-flops and latches: 595 / 17400
fillers: 4658 / 29400
repair buffers: 126 / 1140
multi-input cells: 663 / 4760
clock inverters: 31 / 220
well taps: 748 / 936
==> per-stage QoR <==
stage / worst slack [ns] / cell area, sq um / hold slack, ns / instances
2_1_floorplan: 1.46 / 22600 / 0.401 / 1370
3_5_place_dp: 2.12 / 24300 / 0.465 / 2140
3_3_place_gp: 2.10 / 24300 / 0.470 / 2140
4_1_cts: 2.53 / 26100 / 0.482 / 2249
5_1_grt: 2.38 / 26100 / 0.504 / 2249
6_report: 2.53 / 26100 / 0.478 / 2249
==> power by group through the flow <==
stage	clock [W]	combinational (W)	sequential, W
5_1_grt	0.00343	0.00205	0.00448
4_1_cts	0.00329	0.00189	0.00447
6_report	0.00324	0.00190	0.00447
==> final timing paths <==
check | to | slack [ns] | from | cells past startpoint
setup / recovery | u_fifo_accel.s_axi_rdata[25] | 2.53 | u_fifo_accel.fifo_inst.rd_ptr[2] | 8
hold / removal | u_fifo_accel.s_axi_bvalid | 0.48 | u_fifo_accel.write_active | 0
setup reg to reg | u_fifo_accel.s_axi_rdata[25] | 2.53 | u_fifo_accel.fifo_inst.rd_ptr[2] | 8
hold reg to reg | u_fifo_accel.s_axi_bvalid | 0.48 | u_fifo_accel.write_active | 0
max in group asynchronous | u_fifo_accel.fifo_inst.rd_ptr[3] | 5.05 | pcie_rstn | 2
min in group asynchronous | u_fifo_accel.fifo_inst.rd_ptr[2] | 1.05 | pcie_rstn | 2
==> layout by cell type, fill, tap and decap left out, drive strengths merged, types with 5 or more instances in the layout <==
| master | count |
|---|---|
| nand3 | 31 |
| a21oi | 65 |
| xor2 | 5 |
| buf | 47 |
| a221oi | 40 |
| nand2 | 71 |
| xnor2 | 8 |
| ha | 10 |
| a311oi | 8 |
| nor2 | 46 |
| mux2 | 8 |
| a32oi | 18 |
| o21ai | 36 |
| mux2i | 21 |
| a22o | 28 |
| dfxtp | 39 |
| edfxtp | 546 |
| and3 | 5 |
| inv | 9 |
| a22oi | 80 |
| clkdlybuf4s50 | 79 |
| a222oi | 24 |
| nand4 | 8 |
| clkbuf | 78 |
| dfrtp | 10 |
| o221ai | 5 |
| a221o | 7 |
| clkinv | 27 |
| nand2b | 7 |
| o22ai | 9 |
| nor2b | 10 |
| a211oi | 12 |
| o211ai | 12 |
| nor3 | 9 |
| a31oi | 13 |
| and2 | 8 |
| a32o | 8 |
==> logic make-up (layout without fill, tap and decap cells) <==
logic type      count (synthesis)  in the layout  share of synthesized area, %
compound gates                392            392                          12.9
xor+xnor                       13             13                         0.537
fa+ha+maj                      10             10                         0.553
buf+inv                       112            243                          2.62
flops                         595            595                          77.1
mux                            33             33                          1.73
other cells                     1              4                        0.0166
simple gates                  211            211                          4.55
Power is estimated from default activity; no workload was simulated.
